File: flow/design.v
module rle_enc (clk, rst, rd_req , recv_ready ,send_ready, in_data , out_data, end_of_stream ,wr_req);
input clk,rst; 				 
input recv_ready,send_ready;		 
input [7:0] in_data;			 
input end_of_stream ;			 
output [23:0] out_data;			 
output rd_req,wr_req;			 
reg rd_reg,wr_reg;			 
reg [22:0] bit_count;			 
reg [3:0] shift_count;			 
reg value_type = 1'bx;				 
reg [7:0] shift_buf;			 
reg [3:0] state;
reg [3:0] next_state;
reg new_bitstream; 			
parameter INIT  = 4'b0000,REQUEST_INPUT = 4'b0001,WAIT_INPUT = 4'b0010,COUNT_BITS = 4'b0011,
SHIFT_BITS = 4'b0100,COUNT_DONE = 4'b0101,WAIT_OUTPUT = 4'b0110, RESET_COUNT = 4'b0111, READ_INPUT  = 4'b1000;
always @(state or recv_ready or send_ready or end_of_stream or bit_count or new_bitstream or shift_count) begin
	case(state)
		INIT: begin
			next_state = REQUEST_INPUT;
		end
		REQUEST_INPUT: begin
			if(recv_ready) next_state = WAIT_INPUT;
			else if(end_of_stream  && bit_count) next_state = COUNT_DONE;
			else next_state = REQUEST_INPUT;
		end
		WAIT_INPUT: next_state = READ_INPUT ;
		READ_INPUT : next_state = COUNT_BITS;
		COUNT_BITS: next_state = SHIFT_BITS;
		SHIFT_BITS:
		begin
			if(new_bitstream) next_state = COUNT_DONE;
			else begin
				if(shift_count == 7) next_state = REQUEST_INPUT;
				else next_state = COUNT_BITS;
			end
		end
		COUNT_DONE:
		begin
			if(send_ready) next_state = WAIT_OUTPUT ;
			else next_state = COUNT_DONE;
		end
		WAIT_OUTPUT : next_state = RESET_COUNT ;
		RESET_COUNT : begin
			if(end_of_stream ) next_state = INIT;
			else next_state = COUNT_BITS;
		end
		default: next_state = INIT;
	endcase
end
always @(posedge clk) begin
	if(rst) state <= INIT;
	else state <= next_state;
	case(state)
	INIT: begin
		bit_count = 23'b00000000000000000000000;
		shift_buf= 8'b00000000;	
		rd_reg=0;
		wr_reg=0;
		new_bitstream = 1;
    end
    REQUEST_INPUT: begin
       	rd_reg = 1;
       	shift_count = 4'b0000;
	end
	WAIT_INPUT: begin
      	rd_reg=0;
	end
	READ_INPUT : begin
      	shift_buf = in_data;
	end
	COUNT_BITS: begin
		if(new_bitstream) begin
        	new_bitstream=0;
		value_type = shift_buf[0];
		bit_count=1;
		end
		else begin
			if(shift_buf[0] == value_type) begin
				bit_count = bit_count + 1;
			end
			else begin
				new_bitstream=1;
			end
		end
	end
	SHIFT_BITS: begin
      	if(!new_bitstream) begin
			shift_buf = shift_buf >> 1;
			shift_count = shift_count + 1;
		end
	end
	COUNT_DONE: begin
      	wr_reg = 1;
	end
	WAIT_OUTPUT : begin
      	wr_reg=0;
	end
	RESET_COUNT : begin
      	bit_count = 23'b00000000000000000000000;
	end
	endcase
end
assign rd_req = rd_reg;
assign wr_req = wr_reg;
assign out_data[23] = value_type;
assign out_data[22:0] = bit_count[22:0];
endmodule
File: flow/config.mk
export PLATFORM = sky130hd
export DESIGN_NAME = rle_enc
export DESIGN_NICKNAME = rle_enc
export VERILOG_FILES = /design/flow/design.v
export SDC_FILE = /design/flow/constraint.sdc
export NUM_CORES = 4
export LEC_CHECK = 1
export CORE_UTILIZATION = 40
File: flow/run.sh
#!/bin/bash
# OpenROAD 26Q1-2900-gdf79404cd8, Yosys 0.63+post, stock flow scripts
make -C /OpenROAD-flow-scripts/flow DESIGN_CONFIG=/design/flow/config.mk WORK_HOME=/design/flow/orfs finish
File: flow/constraint.sdc
current_design rle_enc

set clk_period 3.3
set clk_io_pct 0.2

create_clock -name clk0 -period $clk_period [get_ports {clk}]

set non_clock_inputs [all_inputs -no_clocks]
set_input_delay [expr $clk_period * $clk_io_pct] -clock clk0 $non_clock_inputs
set_output_delay [expr $clk_period * $clk_io_pct] -clock clk0 [all_outputs]
==> impl_metrics.csv <==
group,metric,value,unit
detailed_routing,drtAntennaViolNets,0,
setup_path,cp_max_fo,14,
power,p_leak,0.9880,nW
detailed_routing,wirelength,4821,um
timing,period_needed,2072,ps
setup_path,critPathTopFamily,"simple AND/OR/NAND/NOR gates",
synthesis,ys.warnings.count,1,
detailed_routing,diodes,0,
synthesis,synth.avg_cell_area,10.97,um2
clocking,postCtsHoldBufs,0,
clocking,cts-root-buf,"clkbuf_8",
global_routing,grt_max_degree,24,
power,netSwitchingPower,0.0002610,W
outcome,run_status,"completed",
synthesis,yosysChipArea,2370,um2
synthesis,synthCells,216,
die,dieWidth,78.97,um
place,place_inst,315,
timing,fmax,482.6,MHz
cells_and_area,largest_reg_flops,23,
cells_and_area,areaGrowthSynthToFinish,22.86,%
power,seq_power_share,57.2,%
worst_hold_path,hp-class,"reg -> reg",
cells_and_area,fin_util,51.92,%
clocking,clock_path_buffers,2,
timing,skew,6.394,ps
detailed_routing,drcViolationCount,0,
global_routing,grt_pass1_vias,1473,
clocking,cts_buffers,5,
die,fp-utilization,42.26,%
power,switching_share,21.13,%
job,cap_violations,0,
synthesis,edf_count,39,
clocking,postCtsSetupRepairBufs,0,
die,io_pins,39,
place,dp_hpwl,3281,um
clocking,cts_tree,"built",
cells_and_area,drive_above_1_share,4.781,%
power,clkPwrFrac,35.5,%
job,warnings,26,
worst_hold_path,whs_path_depth,1,
setup_path,ff2ff_path_depth,4,
setup_path,startpoint_type,"flop",
clocking,htree_levels,2,
synthesis,synth_area,2370,um2
synthesis,netlist.area_leader.share,49.42,%
global_routing,grt_first_pass_wirelength,7872,um
setup_path,reg2reg_slack,1230,ps
detailed_routing,drt_first_pass_iters,4,
setup_path,critPathSlowestCell,"edfxtp_1",
timing,setup_viol,0,
clocking,postCtsResizedCells,0,
die,die_y,78.97,um
timing,fin_crit_sh,62.79,%
clocking,clkLatencyLatePin,300,ps
global_routing,grt_overflow,0,
synthesis,yosysSeqAreaShare,57.02,%
place,portBuffers,38,
synthesis,synth_cell_type_count,36,
synthesis,synth.area.top_cells,"edfxtp_1, dfxtp_1, nor2_1",
timing,rsz0062_at_grt,"false",
detailed_routing,drt-vias-per-instance,5.288,
timing,slew_viol_final,0,
setup_path,max_stage_delay,500,ps
global_routing,antenna_found_initial,0,
setup_path,crit_buf_inv,0,
timing,worst_pin_slew,838.0,ps
setup_path,critPathKind,"reg -> reg",
setup_path,crit_required,3360,ps
timing,fin_setup_tns,0,ps
synthesis,ys_cells,216,
die,rows,27,
synthesis,async_reset_ff_share,0,%
detailed_routing,initialDrtViolationCount,112,
power,peakVddDrop,0.2194,mV
clocking,cts_sinks,48,
power,pwr-share-comb,7.2,%
detailed_routing,routedWlPerCell,14.93,um
cells_and_area,layout.cells.non_filler,323,
clocking,cts.clk_slew.worst_paths,80,ps
timing,maxSlewHeadroom,44.13,%
setup_path,crit_path_end_kind,"flop",
die,coreArea,5608,um2
detailed_routing,num_vias,1708,
die,die-area,6236,um2
setup_path,crit_cells,4,
power,cell_internal_pwr,0.0009745,W
synthesis,synth_flops,48,
synthesis,top_area_cell,"edfxtp_1",
global_routing,grtUsageTotal,17.27,%
setup_path,arrival,2130,ps
power,power_density,424.3,nW/um2
place,gp_congestion,0.8239,
timing,final_hold_viol_count,0,
synthesis,flop_cell,"edfxtp_1",
setup_path,worstPathCellList,"and4_1, nand4_4, nor4_1, mux2_2",
cells by family after synthesis:
family          count (synthesis)  share of synthesized area (%)
simple gates                   89                          21.07
flops                          48                          57.02
compound gates                 35                          9.610
buf+inv                        25                          4.699
xor+xnor                       15                          5.544
fa+ha+maj                       3                          1.584
mux                             1                         0.4752
power by group through the flow:
stage / logic [W] / clock network (W) / registers, W
final: 0.0000895 / 0.000439 / 0.000707
after global routing: 0.000100 / 0.000481 / 0.000712
after CTS: 0.0000901 / 0.000456 / 0.000707
cells in the final DEF, fill, tap and decap left out, types with 6 or more instances in the layout:
cell type | synthesis | layout
o31ai_1 | 6 | 6
clkdlybuf4s50_1 | 0 | 38
and2_1 | 6 | 6
xor2_1 | 10 | 10
nand2_1 | 8 | 8
a21oi_1 | 14 | 13
dfxtp_1 | 9 | 9
a22o_1 | 7 | 7
edfxtp_1 | 39 | 39
nand4_1 | 7 | 7
or4_1 | 6 | 6
nor2_1 | 24 | 24
inv_1 | 13 | 13
nand3_1 | 8 | 8
path summary, 6_finish.rpt:
path	start	end
worst min-delay path	state[3]	state[1]
worst max-delay path	bit_count[2]	bit_count[22]
worst min register to register	state[3]	state[1]
worst max register to register	bit_count[2]	bit_count[22]
cell type report:
class / instances / area, um2
Inverter: 13 / 48.80
Fill cell: 514 / 2696
Clock buffer: 8 / 122.6
Timing Repair Buffer: 39 / 387.9
Tap cell: 72 / 90.09
Multi-Input combinational cell: 143 / 910.9
Sequential cell: 48 / 1351
cells in the mapped netlist (all sizes together) (3+ instances only):
master,instances
nor4,5
ha,3
and2,6
o21ai,4
clkbuf,7
nor2,24
o31ai,6
and4,5
inv,13
a22o,7
nor3,5
buf,5
or3,4
xnor2,5
nor2b,3
nand3,8
xor2,10
nand2,8
nand2b,3
a21oi,14
edfxtp,39
or4,6
nand4,8
dfxtp,9
per-layer routing:
metal  share of wire [%]  track usage [%]
met2                  42            21.81
met5                   0                0
met3                 3.6            2.800
met1                  54            33.77
met4                0.60            1.455
through the flow:
step	setup slack (ps)	cell area [um2]	hold WS [ps]	power, W
after global routing	1031	2912	488.7	0.001293
after global placement	1336	2789	447.7	0.0008097
after CTS	1255	2912	468.8	0.001253
after detailed placement	1275	2789	447.8	0.0008105
after floorplan	1100	2370	425.4	0.0007498
final	1228	2912	470.7	0.001236
Power and IR drop assume default switching activity.
